`flow/design.v`:
```
`timescale 1ns / 1ps
module freq_ctl_data(
    input clk,
    input[11:0] freq_ctl,
    output reg[31:0] freq_ctl_data
    );
    reg[3:0] thou;
    reg[3:0] hund;
    reg[3:0] ten;
    reg[3:0] one;
    initial
    begin
        freq_ctl_data[31:28] = 4'hf;
        freq_ctl_data[27:24] = 4'hf;
        freq_ctl_data[23:20] = 4'hf;
        freq_ctl_data[19:16] = 4'hf;
        thou = 4'd0;
        hund = 4'd0;
        ten = 4'd0;
        one = 4'd0;
    end
    always@(posedge clk)
    begin
        one <= freq_ctl % 10;
        ten <= freq_ctl / 10 % 10;
        hund <= freq_ctl / 100 % 10;
        thou <= freq_ctl / 1000;
        freq_ctl_data[15:12] <= thou;
        freq_ctl_data[11:8] <= hund;
        freq_ctl_data[7:4] <= ten;
        freq_ctl_data[3:0] <= one;
    end
endmodule
```
`flow/run.sh`:
```
#!/bin/bash
# OpenROAD 26Q1-2900-gdf79404cd8, Yosys 0.63+post, stock flow scripts
make -C /OpenROAD-flow-scripts/flow DESIGN_CONFIG=/design/flow/config.mk WORK_HOME=/design/flow/orfs finish
```
`flow/config.mk`:
```
export PLATFORM = sky130hd
export DESIGN_NAME = freq_ctl_data
export DESIGN_NICKNAME = freq_ctl_data
export VERILOG_FILES = /design/flow/design.v
export SDC_FILE = /design/flow/constraint.sdc
export NUM_CORES = 4
export LEC_CHECK = 1
export CORE_UTILIZATION = 40
```
`flow/constraint.sdc`:
```
current_design freq_ctl_data

set clk_period 7.1
set clk_io_pct 0.2

create_clock -name clk0 -period $clk_period [get_ports {clk}]

set non_clock_inputs [all_inputs -no_clocks]
set_input_delay [expr $clk_period * $clk_io_pct] -clock clk0 $non_clock_inputs
set_output_delay [expr $clk_period * $clk_io_pct] -clock clk0 [all_outputs]
```
==> ci_impl_report.md <==
### Metrics collected by this job

| Metric | Value |
|---|---|
| Tmin final | `6.72 ns` |
| Reg2Reg Capture Point | `freq_ctl_data[10]` |
| Async S/R FF share, synth | `0` |
| Initial DRC count | `approximately 450` |
| DPL Wire Length | `around 10000 um` |
| Inserted Diodes | `0` |
| H-Tree Depth | `2` |
| Share of post-route cells with drive strength above 1 | `0.184` |
| Initial Util | `0.409` |
| Max VDD drop | `98.0 uV` |
| Chip area | `12700 um2` |
| Hold_buf cts | `0` |
| First-pass GRT wire length | `around 23000 um` |
| Synthesis-to-layout area growth | `16.6%` |
| HP Start | `ten[3]` |
| Late-Pin Clk Latency | `0.27 ns` |
| CTS Buf Count | `5` |
| Worst Hold Class | `reg -> reg` |
| Vias in the first global route | `about 4700` |
| Global Route Usage Sum | `0.212` |
| Largest net degree at the start of global routing | `35` |
| Initial antenna violation count | `0` |
| Leak | `approximately 2.2 nW` |
| F_max | `about 150 MHz` |
| Yosys warns | `1` |
| Max-Cap Viols | `0` |
| Flop2flop setup slack | `around 6.7 ns` |
| Number of enable flip-flop cells | `0` |
| Routability Congestion | `between 0.9 and 1` |
| Final instance area | `5710 um2` |
| Max Buffers Root-to-Sink | `2` |
| Total cells reported by yosys after synthesis | `~670` |
| Total Power | `between 1 and 1.5 mW` |
| Placement Rows | `about 40` |
| Crit Reg-Reg Startpoint | `hund[2]` |
| YS chip area | `roughly 4900 um2` |
| Vias post-DR | `between 5000 and 6000` |
| Unique cell type count in the Yosys netlist | `106` |
| Worst slew pin tran | `slightly above 0.6 ns` |
| Chip height | `~110 um` |
| Die width | `113 um` |
| CORE AREA | `between 10000 and 15000 um2` |
| Root buf cell | `clkbuf_16` |
| Dominant flop cell | `dfxtp_1` |
| Flops after synth | `30` |
| CTS tree | `done` |
| Req. time, crit path | `about 7.3 ns` |
| Vias per Instance | `6.05` |
| Placed cell area | `around 5400 um2` |
| Number of top-level pins | `45` |
| Max-slew headroom | `0.595` |
| Mapped Area | `4890 um2` |
| Reg2Reg Depth | `0` |
| Total global routing overflow | `0` |
| DRC | `0` |
| Run status | `complete, no violations` |
| DR WL/cell | `15.2 um` |
| DRT Pass-1 Iters | `6` |
| CTS sink count | `30` |
| Min-Delay Path Depth | `0` |
| Largest fanout on the critical path | `6` |
| Setup violators final | `0` |
| Worst Skew | `0.00142 ns` |
| Mapped Cells | `about 670` |
| Worst setup path start | `freq_ctl[10]` |
| Final Util | `0.477` |
| Final period utilization | `0.946` |
| Clock-pin slew on the worst setup and hold paths | `about 0.050 ns` |
| Max Slew Vio Count | `0` |
| Final ANT Viol Nets | `0` |
| Worst hold slack | `approximately 0.32 ns` |
| Seq share, synth | `0.123` |
| Crit path DAT | `between 6 and 7 ns` |
| Hold Vio Cnt, Final | `0` |
| Kind of critical path | `in -> reg` |
| Crit start category | `input port` |
| Setup crit end kind | `register` |
| IO buf count | `27` |
| Tool warnings | `27` |
| Hold path endpoint | `freq_ctl_data[7]` |
| Avg Inst Size Synth | `roughly 7.3 um2` |
| Power Density | `roughly 230 nW/um2` |
| Wirelength, routed | `13100 um` |
-- kinds of logic (layout without fill, tap and decap cells) --
group,after synthesis,in the layout,share of synthesized area
xor+xnor,21,21,0.0376
fa+ha+maj,19,19,0.0445
mux,10,10,0.0212
compound gates,248,248,0.395
simple gates,263,263,0.289
buf+inv,76,108,0.0892
other cells,2,17,0.00153
flops,30,30,0.123
-- flip-flops by register name, summed over array words and instances (netlist names) --
| register | count |
|---|---|
| thou | 3 |
| hund | 4 |
| freq_ctl_data | 15 |
| ten | 4 |
| one | 4 |
-- timing repair --
action                                  4_1_cts  5_1_grt
buffers inserted                              0        3
endpoints found under the setup margin        0        9
gates resized                                 0       20
-- synthesized netlist by cell type, drive strengths merged, types with 11 or more instances --
cell | instances | share of area
nor3 | 33 | 0.038
o21ai | 49 | 0.055
ha | 11 | 0.028
nand3 | 28 | 0.030
xnor2 | 21 | 0.038
dfxtp | 30 | 0.12
a31oi | 11 | 0.014
inv | 19 | 0.015
a21oi | 47 | 0.056
nand2 | 58 | 0.045
a21o | 13 | 0.020
nand2b | 12 | 0.016
nor2 | 64 | 0.054
buf | 45 | 0.065
-- how the worst max path moves through the flow --
stage | slack, ns | to
4_1_cts | 0.28 | ten[3]
5_1_grt | -0.02 | one[2]
6_report | 0.38 | ten[3]
-- power breakdown --
| group | switching [mW] | total, mW | internal (mW) |
|---|---|---|---|
| combinational | 0.474 | 0.857 | 0.383 |
| sequential | 0.0105 | 0.229 | 0.218 |
| clock | 0.0644 | 0.222 | 0.158 |
| total | 0.549 | 1.31 | 0.759 |
-- worst max-delay path: stages --
cell	delay, ns
clkdlybuf4s50_1	0.46
nor2_4	0.12
inv_1	0.09
ha_1	0.32
nand2b_2	0.27
a211oi_4	0.34
o21ai_1	0.14
a2111oi_2	0.32
nor2_1	0.17
a211oi_2	0.36
nor2_1	0.15
a221oi_4	0.38
nand2b_1	0.17
o31ai_1	0.35
and4_2	0.35
a31oi_1	0.10
o31ai_1	0.25
buf_4	0.16
nor4_4	0.05
buf_4	0.16
a311oi_1	0.32
o21ai_2	0.11
a21oi_1	0.19
xnor2_1	0.14
-- layout make-up --
cell class / instances / area (um2)
clock buffer: 8 / 166
sequential: 30 / 601
multi-input combinational: 578 / 4030
timing repair buffer: 77 / 646
tap: 147 / 184
inverter: 23 / 86.3
fill: 1142 / 6250
-- placed cells by master, fill, tap and decap left out, drive strengths merged, types with 10 or more instances in the layout --
| cell | Yosys | layout |
|---|---|---|
| nor2 | 64 | 64 |
| ha | 11 | 11 |
| nor3 | 33 | 33 |
| a31oi | 11 | 11 |
| dfxtp | 30 | 30 |
| inv | 19 | 19 |
| o31ai | 10 | 10 |
| nand2b | 12 | 12 |
| a21o | 13 | 13 |
| conb | 2 | 17 |
| nand3 | 28 | 28 |
| xnor2 | 21 | 21 |
| buf | 45 | 50 |
| a21oi | 47 | 47 |
| or2 | 10 | 10 |
| clkdlybuf4s50 | 0 | 27 |
| nand2 | 58 | 58 |
| o21ai | 49 | 49 |
-- metrics by stage --
step	std cells	setup TNS (ns)	setup WS, ns
after floorplan	684	0	0.655
after global placement	852	0	0.170
after detailed placement	852	0	0.0302
after CTS	860	0	0.279
after global routing	863	-0.0346	-0.0233
final	863	0	0.381
-- per-layer routing --
metal  vias up  share of wire  global-route usage
li1       2601              -                   -
met2       149           0.46               0.355
met1      2451           0.49               0.311
met4         0          0.012              0.0231
met5         -              0                   0
met3        17          0.044              0.0138
No activity file was given, so power comes from the tool's default toggle rates.
