==> flow/run.sh <==
#!/bin/bash
# OpenROAD 26Q1-2900-gdf79404cd8, Yosys 0.63+post, stock flow scripts
make -C /OpenROAD-flow-scripts/flow DESIGN_CONFIG=/design/flow/config.mk WORK_HOME=/design/flow/orfs finish
==> flow/config.mk <==
export PLATFORM = sky130hd
export DESIGN_NAME = dynamic_ctl
export DESIGN_NICKNAME = dynamic_ctl
export VERILOG_FILES = /design/flow/design.v
export SDC_FILE = /design/flow/constraint.sdc
export NUM_CORES = 4
export LEC_CHECK = 1
export CORE_UTILIZATION = 50
==> flow/constraint.sdc <==
current_design dynamic_ctl

set clk_period 5.7
set clk_io_pct 0.2

create_clock -name clk0 -period $clk_period [get_ports {clk_10khz}]

set non_clock_inputs [all_inputs -no_clocks]
set_input_delay [expr $clk_period * $clk_io_pct] -clock clk0 $non_clock_inputs
set_output_delay [expr $clk_period * $clk_io_pct] -clock clk0 [all_outputs]
==> flow/design.v <==
`timescale 1ns / 1ps
module dynamic_ctl(
    input clk_10khz,
    input[7:0] to_DAC,
    input[5:0] btn_value,
    input[7:0] switch,
    input[31:0] freq_data_pool,
    input[31:0] freq_ctl_data_pool,
    input[31:0] uart_recv_data,
    output reg[7:0] LED0,
    output reg[7:0] LED1,
    output reg[1:0] wave_select,
    output reg dac_mode,
    output reg uart_mode,
    output reg[11:0] freq_ctl,
    output reg[31:0] data
    );
    reg[5:0] btn_seg_flag;
    reg[1:0] global_mode;
    reg freq_ctl_flag;
    reg[31:0] num_data_pool;
    wire[31:0] am_pool;
    assign am_pool[31:16] = 16'haaaa;
    assign am_pool[15:0] = freq_data_pool[31:16];
    reg[2:0] num_seg_pos;
    reg[1:0] freq_adj_pos;
    reg[5:0] btn_last_status;
    reg[31:0] last_uart_recv;
    reg uart_disp;
    initial
    begin
        freq_ctl = 12'd1;
        LED0 = 8'b00000000;
        LED1 = 8'b00000000;
        global_mode = 2'b0;
        btn_last_status = 0;
        wave_select = 2'd0;
        num_seg_pos = 0;
        freq_adj_pos = 0;
        last_uart_recv = 0;
        num_data_pool[31:28] = 4'h6;
        num_data_pool[27:24] = 4'h8;
        num_data_pool[23:20] = 4'h0;
        num_data_pool[19:16] = 4'h1;
        num_data_pool[15:12] = 4'h1;
        num_data_pool[11:8] = 4'h0;
        num_data_pool[7:4] = 4'h3;
        num_data_pool[3:0] = 4'h3;
        uart_mode = 1;
        uart_disp = 0;
    end
    always@(posedge clk_10khz)
    begin
        if ((btn_last_status[5] == 0) && (btn_value[5] == 1))
        begin
            global_mode <= global_mode + 2'd1;
        end
        if (global_mode == 2'd0)
        begin
            dac_mode <= 1;
            if ((btn_last_status[2] == 0) && (btn_value[2] == 1))
            begin
                wave_select <= wave_select + 2'd1;
            end
            case(wave_select)
                2'd0: LED1 <= 8'b11000000;
                2'd1: LED1 <= 8'b00110000;
                2'd2: LED1 <= 8'b00001100;
                2'd3: LED1 <= 8'b00000011;
            endcase
            if (switch != 0)
            begin
                if ((btn_last_status[3] == 0) && (btn_value[3] == 1))
                begin
                    freq_adj_pos <= freq_adj_pos + 2'd1;
                end
                else if ((btn_last_status[0] == 0) && (btn_value[0] == 1))
                begin
                    freq_adj_pos <= freq_adj_pos - 2'd1;
                end
                case (freq_adj_pos)
                    2'd0:
                    begin
                        LED0 <= 8'b00000001;
                    end
                    2'd1:
                    begin
                        LED0 <= 8'b00000010;
                    end
                    2'd2:
                    begin
                        LED0 <= 8'b00000100;
                    end
                    2'd3:
                    begin
                        LED0 <= 8'b00001000;
                    end    
                endcase
                data <= freq_ctl_data_pool;
                if ((btn_last_status[4] == 0) && (btn_value[4] == 1))
                begin
                    case (freq_adj_pos)
                        2'b00: freq_ctl <= freq_ctl + 12'd1;
                        2'b01: freq_ctl <= freq_ctl + 12'd10;
                        2'b10: freq_ctl <= freq_ctl + 12'd100;
                        2'b11: freq_ctl <= freq_ctl + 12'd1000;
                    endcase
                end
                else if ((btn_last_status[1] == 0) && (btn_value[1] == 1))
                begin
                    case (freq_adj_pos)
                        2'b00: freq_ctl <= freq_ctl - 12'd1;
                        2'b01: freq_ctl <= freq_ctl - 12'd10;
                        2'b10: freq_ctl <= freq_ctl - 12'd100;
                        2'b11: freq_ctl <= freq_ctl - 12'd1000;  
                    endcase
                end
            end
            else
            begin
                LED0 <= to_DAC;
                data <= freq_data_pool;
            end
        end
        else if (global_mode == 2'd1)
        begin
            dac_mode <= 0;
            LED0 <= 8'b0000000;
            LED1 <= to_DAC;
            data <= am_pool;
        end
        else if (global_mode == 2'd2)
        begin
            dac_mode <= 0;
            if (last_uart_recv != uart_recv_data)
            begin
                uart_disp <= 1;
            end
            if ((btn_last_status[2] == 0) && (btn_value[2] == 1))
            begin
                uart_mode <= ~uart_mode;
            end
            if ((btn_last_status[3] == 0) && (btn_value[3] == 1))
            begin
                uart_disp <= 0;
                num_seg_pos <= num_seg_pos + 3'd1;
            end
            else if ((btn_last_status[0] == 0) && (btn_value[0] == 1))
            begin
                uart_disp <= 0;
                num_seg_pos <= num_seg_pos - 3'd1;
            end
            if (uart_disp == 0)
            begin
                case (num_seg_pos)
                    3'd0:
                    begin
                        LED0 <= 8'b00000001;
                    end
                    3'd1:
                    begin
                        LED0 <= 8'b00000010;
                    end
                    3'd2:
                    begin
                        LED0 <= 8'b00000100;
                    end
                    3'd3:
                    begin
                        LED0 <= 8'b00001000;
                    end
                    3'd4:
                    begin
                        LED0 <= 8'b00010000;
                    end
                    3'd5:
                    begin
                        LED0 <= 8'b00100000;
                    end
                    3'd6:
                    begin
                        LED0 <= 8'b01000000;
                    end
                    3'd7:
                    begin
                        LED0 <= 8'b10000000;
                    end
                endcase
            end
            if (uart_mode)
            begin
                LED1 <= 8'b00001111;
            end
            else
            begin
                LED1 <= 8'b11110000;
            end
            if (uart_disp == 1)
            begin
                data <= uart_recv_data;
            end
            else
            begin
                data <= num_data_pool;
            end
            if ((btn_last_status[4] == 0) && (btn_value[4] == 1))
            begin
                uart_disp <= 0;
                case (num_seg_pos)
                    3'd0:
                    begin
                        num_data_pool[3:0] <= num_data_pool[3:0] + 4'h1;
                    end
                    3'd1:
                    begin
                        num_data_pool[7:4] <= num_data_pool[7:4] + 4'h1;
                    end
                    3'd2:
                    begin
                        num_data_pool[11:8] <= num_data_pool[11:8] + 4'h1;
                    end
                    3'd3:
                    begin
                        num_data_pool[15:12] <= num_data_pool[15:12] + 4'h1;
                    end
                    3'd4:
                    begin
                        num_data_pool[19:16] <= num_data_pool[19:16] + 4'h1;
                    end
                    3'd5:
                    begin
                        num_data_pool[23:20] <= num_data_pool[23:20] + 4'h1;
                    end
                    3'd6:
                    begin
                        num_data_pool[27:24] <= num_data_pool[27:24] + 4'h1;
                    end
                    3'd7:
                    begin
                        num_data_pool[31:28] <= num_data_pool[31:28] + 4'h1;
                    end
                endcase
            end
            else if ((btn_last_status[1] == 0) && (btn_value[1] == 1))
            begin
                uart_disp <= 0;
                case (num_seg_pos)
                    3'd0:
                    begin
                        num_data_pool[3:0] <= num_data_pool[3:0] - 4'h1;
                    end
                    3'd1:
                    begin
                        num_data_pool[7:4] <= num_data_pool[7:4] - 4'h1;
                    end
                    3'd2:
                    begin
                        num_data_pool[11:8] <= num_data_pool[11:8] - 4'h1;
                    end
                    3'd3:
                    begin
                        num_data_pool[15:12] <= num_data_pool[15:12] - 4'h1;
                    end
                    3'd4:
                    begin
                        num_data_pool[19:16] <= num_data_pool[19:16] - 4'h1;
                    end
                    3'd5:
                    begin
                        num_data_pool[23:20] <= num_data_pool[23:20] - 4'h1;
                    end
                    3'd6:
                    begin
                        num_data_pool[27:24] <= num_data_pool[27:24] - 4'h1;
                    end
                    3'd7:
                    begin
                        num_data_pool[31:28] <= num_data_pool[31:28] - 4'h1;
                    end
                endcase
            end
        end
        else
        begin
            global_mode <= 2'd0;
        end
        btn_last_status <= btn_value;
        last_uart_recv <= uart_recv_data;
    end
endmodule
==> summary.txt <==
Here are the numbers from the latest Yosys + OpenROAD run.

The average wire per cell in the routed design came out at approximately 21 um. Leaving out fill and tap cells, the most frequent cells in the layout are sky130_fd_sc_hd__clkdlybuf4s50_1 (182), sky130_fd_sc_hd__edfxtp_1 (101), sky130_fd_sc_hd__nand2_1 (91), sky130_fd_sc_hd__xnor2_1 (61), sky130_fd_sc_hd__ha_1 (49). The HPWL after detailed placement came out at around 19000 um.

The cell chosen for the clock root is sky130_fd_sc_hd__clkbuf_16. The post-synthesis compound-gate area fraction came out at 15.6%. The number of failing hold endpoints at the final stage is 0.

The number of placement rows is about 48. The worst setup path category is in2reg. The worst clock skew came out at around 9.2 ps. Counting flops with a built-in enable in the synthesized netlist gives between 100 and 150. The tally of OpenROAD warnings came out at ~51.

The total antenna diodes in the routed design came out at 0. After synthesis, flip-flops and latches occupy between 40% and 50% of the total area. The post-synthesis share of cell area spent on full adders, half adders and majority gates came out at slightly below 9%.

The net switching fraction of the power came out at around a third. The pin closest to its max-slew limit shows a slew of between 800 and 900 ps. The final-report max-slew violation count is 0. The peak supply drop came out at approximately 0.23 mV. The I/O pin total came out at roughly 180.

Data on the critical path is required at its endpoint by a little under 6000 ps. Post-CTS repair changed the size of 0 cells. From synthesis to final layout, the design area changed by 29.5%. The core footprint is around 17000 um^2.

Among the non-sequential cells, AND-OR/OR-AND gates take the most area. The detailed router placed 7154 vias in this run. The maximum buffer depth of the clock tree is 2. The mean area per synthesized cell is between 10 and 15 um^2. Before any placement, the netlist area is recorded as roughly 9000 um^2. Combinational cells account for about two fifths of the total power. The startpoint of the worst hold path is dac_mode. The level count of the clock H-tree is 4.

The power density relative to cell area is 394 nW/um^2. The flow ran to the end, and the final reports show no timing, DRC or antenna violations. The tally of yosys warning messages is 1. The area share of and/or/nand/nor cells after synthesis came out at 11.9%. The clock input transition at the sequential cells of the worst setup and hold paths is 60 ps.

The overall overflow remaining after global route came out at 0. Setup repair after global routing left no endpoint under its margin. Sorting the Yosys area breakdown by cell type puts at the top sky130_fd_sc_hd__edfxtp_1. The instance count after placement with tap cells included is ~1200. The critical path capture point type is a flip-flop.

The multiplexer area fraction after synthesis came out at approximately 5.8%. STA classifies the critical path startpoint as a primary input. The total cells reported by yosys after synthesis came out at between 800 and 900. The total iterations of the first detailed-routing run is 5. The remaining antenna violation count after routing is 0.

The headroom to the max-slew limit came out at a little over two fifths. The overall global routing resource usage is 30.5%. The internal power is around 3 mW. The final setup TNS came out at 0 ps. The share of the clock period used by the worst path came out at 61.7%. The chip area estimate from yosys synthesis is approximately 8900 um^2. The number of buffers added on ports is around 180. The number of antenna violations at the first check in global routing came out at 0. The register-to-register setup slack came out at ~2400 ps. The share of the synthesized area in the top cell type is about a third.

The die area is 18300 um^2. TritonCTS built the clock tree. The reported max-cap violation count is 0.

The time the final worst path needs with I/O delays and setup is between 3000 and 4000 ps. Among logic cells in the layout, the one with the most instances is sky130_fd_sc_hd__clkdlybuf4s50_1. The number of instances in the synthesized netlist came out at 855. The clock reaches the later pin of the worst-skew pair after ~430 ps. The synthesized-area fraction occupied by xor and xnor cells came out at under 10%. The pin count of the biggest net entering global routing came out at roughly 71.

The relative contribution of sequential cells to total power is about a third. The floorplan step set the die width to between 100 and 150 um. Checking hold timing, the worst path is listed with class reg2reg. The flip-flop and latch count after synthesis came out at about 140. Counting the fill cells in the layout gives ~1300. The total of endpoints with negative setup slack in the final report came out at 0. The cell count of the worst reg-to-reg path came out at 7. The origin of the critical flop-to-flop path is freq_ctl[3]. The count of cell types in the netlist came out at just over 70.

The most critical setup path has its endpoint at num_data_pool[15]. The initial core utilization came out at 51.3%. The per-cell via count in the routed design came out at roughly 5.7. The via count of the first global-routing pass is 7037.

The power share of the clock group came out at around a quarter. The achievable clock frequency came out at ~280 MHz. The number of hold buffers added after cts came out at 0. The first global-routing pass estimated just under 40000 um of wire. STA lists the maximum fanout along the critical path as 22. The proportion of synthesized flip-flops having asynchronous set or reset is 0%.

Tracing the worst setup path back leads to its startpoint at btn_value[4]. The total number of clock tree sinks came out at about 140. The total CTS buffers came out at 17. Looking at the reg2reg group, the worst path ends at freq_ctl[9]. The core utilization of the finished layout came out at 66.4%. The power spent charging and discharging nets is between 1 and 1.5 mW. Data arrives at the worst endpoint at between 3000 and 4000 ps. The count of unresolved DRC violations after routing came out at 0. By area the synthesized netlist is led by sky130_fd_sc_hd__edfxtp_1 (34%), sky130_fd_sc_hd__dfxtp_1 (9.2%), sky130_fd_sc_hd__ha_1 (7.1%), sky130_fd_sc_hd__xnor2_1 (6.0%), sky130_fd_sc_hd__mux2i_1 (4.3%). The routability-driven placement congestion ratio came out at between 0.9 and 1.

The non-filler instance count after layout is approximately 1300. The commonest register cell after synthesis is sky130_fd_sc_hd__edfxtp_1. For this design the static power due to leakage is approximately 4.4 nW. The number of setup buffers added after CTS is 0. The fraction of layout instances using a drive strength above 1 is ~7.3%. The overall routed net length came out at 25800 um. According to the floorplan report, the die height is ~140 um. The detailed router's first-iteration violation count is about 390.
-- through the flow --
stage	setup WS (ps)	total power, mW	cell area [um^2]	hold WS (ps)
floorplan	2350	2.57	8870	403
global placement	1850	3.38	10900	446
detailed placement	1780	3.39	10900	458
CTS	2220	4.55	11500	473
global route	2060	4.79	11500	484
finish	2180	4.53	11500	474
-- sequential cells by signal (all words and copies together) (netlist names), 2 cells and up --
name and flops:
LED0 8, freq_adj_pos 2, btn_last_status 6, num_seg_pos 3, wave_select 2, data 32, global_mode 2, num_data_pool 32
freq_ctl 12, last_uart_recv 32, LED1 8
-- area by class of cell --
cell class / count / area [um^2] / share of cell area [%]
Inverter: 41 / 154 / 1.34
Multi-Input combinational cell: 616 / 4620 / 40.2
Timing Repair Buffer: 201 / 1960 / 17.1
Clock inverter: 12 / 161 / 1.40
Sequential cell: 142 / 3850 / 33.5
Clock buffer: 20 / 458 / 3.99
Tap cell: 225 / 282 / 2.45
-- cell families after synthesis --
logic type | after synthesis
muxes | 50
DFF | 142
and+or+nand+nor | 220
adders and majority gates | 58
xor gates and xnor gates | 99
buffers and inverters | 97
AOI/OAI and AO/OA | 189
-- cells in the mapped netlist, drive strengths merged (7+ instances only) --
cell,instances
ha,50
xor2,38
inv,41
nor3,12
edfxtp,101
a22o,7
buf,26
nor2b,7
nand2,91
mux2i,38
nand3,11
a21o,12
a21oi,35
a32oi,10
nor2,41
o31ai,7
and3,10
mux2,12
o21ai,30
a31oi,23
fa,8
dfxtp,41
clkbuf,30
nor4,11
xnor2,61
a211oi,21
-- layer usage --
metal	GRT usage (%)	vias up	routed length [um]
li1	-	3452	-
met1	45.4	3330	10700
met2	46.7	329	12100
met3	8.09	43	2270
met4	8.11	0	744
met5	0	-	0
-- power by group through the flow --
| stage | Clock (mW) | Sequential (mW) | Combinational, mW |
|---|---|---|---|
| after CTS | 1.16 | 1.58 | 1.80 |
| after global routing | 1.20 | 1.61 | 1.98 |
| final | 1.15 | 1.58 | 1.80 |
-- worst max-delay path, stage by stage --
cell and delay, ps:
sky130_fd_sc_hd__clkdlybuf4s50_1 430, sky130_fd_sc_hd__nor2b_2 160, sky130_fd_sc_hd__buf_4 230, sky130_fd_sc_hd__inv_1 530, sky130_fd_sc_hd__buf_4 420, sky130_fd_sc_hd__ha_1 290
sky130_fd_sc_hd__a21o_1 180, sky130_fd_sc_hd__a21oi_1 170, sky130_fd_sc_hd__xnor2_1 100
-- how the worst min path moves through the flow --
stage | endpoint | depth (start not counted)
finish | dac_mode | 1
CTS | dac_mode | 1
global route | dac_mode | 1
Power figures rest on the tool's default switching activity, not on a simulated workload.
